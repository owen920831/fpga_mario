## flow/design.v

```verilog
`timescale 1ns / 1ps
module mashroom_movement2(
    input wire clk, reset,
    input wire [1:0] game_state,
    output reg [4:0] mashroom_x, mashroom_y,  
    output reg [4:0] mashroom_x_led
);
    parameter STOP = 1'd0;
	parameter MOVING = 1'd1;
	parameter GAME_END = 2'd0;
	parameter GAME_ING = 2'd1;
	parameter GAME_START = 2'd2;
	reg [4:0] mashroom_next_x;
	reg [4:0] mashroom_next_y;
	reg mashroom_movement, next_mashroom_movement;
	reg [37:0] mashroom_moving_counter, next_mashroom_moving_counter;
	wire mashroom_moving_clk = (mashroom_moving_counter == 90*800*525)? 1 : 0;
    reg mashroom_direction, next_mashroom_direction;
    always @(*) begin
        mashroom_x_led = mashroom_x;
    end
    always @(posedge clk) begin
        if (reset || game_state == GAME_START)
            mashroom_direction <= 1;
        else 
            mashroom_direction <= next_mashroom_direction;
    end
    always @(*) begin
        if (mashroom_x == 26)
            next_mashroom_direction = 0;
        else if (mashroom_x == 24)
            next_mashroom_direction = 1;
        else 
            next_mashroom_direction = mashroom_direction;
    end
	always @(posedge clk) begin
		if (reset || game_state == GAME_START) begin
			mashroom_moving_counter <= 1;
		end
		else begin
			mashroom_moving_counter <= next_mashroom_moving_counter;
		end
	end
	always @(*) begin
		if (game_state == GAME_ING) begin
			if (mashroom_moving_counter == 90*800*525)
				next_mashroom_moving_counter = 1;
			else 
				next_mashroom_moving_counter = mashroom_moving_counter+1;
		end
		else begin
			next_mashroom_moving_counter = 1;
		end
	end
	always @(posedge clk) begin
		if (reset || game_state == GAME_START) begin
			mashroom_movement <= STOP;
		end
		else begin
			mashroom_movement <= next_mashroom_movement;
		end
	end
	always @(*) begin
		case (mashroom_movement)
			STOP: begin
				if (game_state == GAME_ING)
                    next_mashroom_movement = MOVING;
				else 
					next_mashroom_movement = STOP;
			end
			MOVING: begin
                if (game_state == GAME_END)
                    next_mashroom_movement = STOP;
                else 
                    next_mashroom_movement = MOVING;
            end
		endcase
	end
	always @* begin
        case (mashroom_movement)
        	STOP: begin
				mashroom_next_x = mashroom_x;
                mashroom_next_y = mashroom_y;
			end
			MOVING: begin
                if (mashroom_direction == 1)
                    mashroom_next_x = mashroom_x + mashroom_moving_clk;
                else 
                    mashroom_next_x = mashroom_x - mashroom_moving_clk;
            end
		endcase
	end
    always @(posedge clk) begin
		if (reset || game_state == GAME_START) begin
			mashroom_x <= 24;
			mashroom_y <= 12;
		end
		else begin
			mashroom_x <= mashroom_next_x;
			mashroom_y <= mashroom_next_y;
		end
	end
endmodule
```

## flow/run.sh

```bash
#!/bin/bash
# OpenROAD 26Q1-2900-gdf79404cd8, Yosys 0.63+post, stock flow scripts
make -C /OpenROAD-flow-scripts/flow DESIGN_CONFIG=/design/flow/config.mk WORK_HOME=/design/flow/orfs finish
```

## flow/constraint.sdc

```tcl
current_design mashroom_movement2

set clk_period 4.5
set clk_io_pct 0.2

create_clock -name clk0 -period $clk_period [get_ports {clk}]

set non_clock_inputs [all_inputs -no_clocks]
set_input_delay [expr $clk_period * $clk_io_pct] -clock clk0 $non_clock_inputs
set_output_delay [expr $clk_period * $clk_io_pct] -clock clk0 [all_outputs]
```

## flow/config.mk

```make
export PLATFORM = sky130hd
export DESIGN_NAME = mashroom_movement2
export DESIGN_NICKNAME = mashroom_movement2
export VERILOG_FILES = /design/flow/design.v
export SDC_FILE = /design/flow/constraint.sdc
export NUM_CORES = 4
export LEC_CHECK = 1
export CORE_UTILIZATION = 30
export SYNTH_HDL_FRONTEND = slang
```

==> flow_metrics.env <==
# yosys + openroad results
export IMPL_routedWlPerCell_um=12.2
export IMPL_maxCapViolations=0
export IMPL_crit_path_max_fanout=5
export IMPL_drt_iter0_markers=114
export IMPL_yosys_warnings=0
export IMPL_cts_root_buf="clkbuf_8"
export IMPL_yosysTopAreaCell="dfxtp_1"
export IMPL_tightestPinTransition_ns=0.565
export IMPL_dpl_worst_slack_ns=1.58
export IMPL_min_period_ns=2.99
export IMPL_ys_types=39
export IMPL_cp_endpoint="mashroom_x[4]$_SDFFE_PP1P_"
export IMPL_first_pass_iters=4
export IMPL_die_w_um=93.2
export IMPL_place_inst=387
export IMPL_setup_viol=0
export IMPL_rsz0062_at_grt="no"
export IMPL_setup_ws_ns=1.51
export IMPL_num_antenna_cells=0
export IMPL_dp_hpwl_um=3090
export IMPL_common_cells="dfxtp_1 (50), nor2_1 (42), xor2_1 (21)"
export IMPL_crit_arrival_ns=3.22
export IMPL_grt_usage=0.119
export IMPL_io_pins=19
export IMPL_grt_pass1_wl_um=8360
export IMPL_routed_wl_um=4800
export IMPL_cts_buffers=5
export IMPL_antenna_found_initial=0
export IMPL_netSwitchingFraction=0.195
export IMPL_final_cell_area_mm2=0.00283
export IMPL_grt_max_degree=39
export IMPL_regArea_mm2=0.00108
export IMPL_setup_tns_ns=0
export IMPL_cts_resized=0
export IMPL_startpoint="mashroom_moving_counter[25]$_SDFF_PP0_"
export IMPL_worstPathRequired_ns=4.73
export IMPL_syn_area_per_cell_um2=8.94
export IMPL_ys_flops=55
export IMPL_setup_worst_path_start_class="register"
export IMPL_most_common_cell="dfxtp_1"
export IMPL_fin_worst_skew_ns=0.00540
export IMPL_worstSkewPairLatency_ns=0.29
export IMPL_fin_util=0.359
export IMPL_place_area_mm2=0.00272
export IMPL_unclocked_regs=5
export IMPL_seqPwrFrac=0.571
export IMPL_gr_total_overflow=0
export IMPL_period_used=0.665
export IMPL_p_sw_w=0.000153
export IMPL_flop_cell="dfxtp_1"
export IMPL_rrSetupSlack_ns=1.51
export IMPL_r2r_start="mashroom_moving_counter[25]$_SDFF_PP0_"
export IMPL_finalHoldViolCount=0
export IMPL_syn_to_final_growth_pct=13.5
export IMPL_io_buffers=18
export IMPL_syn_inst=279
export IMPL_warnings=26
export IMPL_total_leakage_power_nw=0.959
export IMPL_maxSlewViolCount=0
export IMPL_combGateArea_mm2=0.00127
export IMPL_via_per_inst=4.83
export IMPL_clk_pin_slew_ns=0.09
export IMPL_core_mm2=0.00789
export IMPL_path_class="register to register"
export IMPL_power_frac_clock=0.405
export IMPL_vias=1904
export IMPL_untimed_endpoints=5
export IMPL_ys_cells=279
export IMPL_floorplan_core_util=0.316
export IMPL_htreeDepth=2
export IMPL_min_path_type="register to register"
export IMPL_fp_row_count=32
export IMPL_routabilityCongestion=0.818
export IMPL_top_cell_area_share=0.401
export IMPL_critPathCaptureType="register"
export IMPL_slew_headroom=0.620
export IMPL_synthArstFlopShare=0
export IMPL_yosysChipArea_mm2=0.00249
export IMPL_rr_worst_depth=9
export IMPL_grt_pass1_vias=1825
export IMPL_fmaxAchievable_mhz=334
export IMPL_remaining_drc_errors=0
export IMPL_status="finished, final reports clean"
export IMPL_power_density_mw_per_mm2=277
export IMPL_edf_count=0
export IMPL_detail_route_antenna_nets=0
export IMPL_p_int_w=0.000631
export IMPL_top_cells_by_area="dfxtp_1 (40%), xor2_1 (7.4%), nor2_1 (6.3%)"
export IMPL_cts_setup_buffers=0
export IMPL_ir_worst_vdd_mv=0.107
export IMPL_cts_tree="done"
export IMPL_dieArea_mm2=0.00868
export IMPL_hold_buffers=0
export IMPL_layout_cells_non_filler=394
export IMPL_die_h_um=93.2
export IMPL_fillCellCount=789
export IMPL_power_frac_comb=0.024
export IMPL_clk_path_buf_depth=2
export IMPL_holdPathStages=2
export IMPL_reg2reg_to="mashroom_x[4]$_SDFFE_PP1P_"
export IMPL_netlist_area_mm2=0.00249
export IMPL_drive_above_1_share=0.0719
-- layout make-up --
type	instances	share of cell area
timing repair buffer	20	0.0690
clock inverter	1	0.0106
multi-input combinational	197	0.449
sequential	55	0.380
clock buffer	6	0.0292
tap	102	0.0451
inverter	13	0.0172
-- layout by cell type (no fill, tap or decap), types with 2 or more instances in the layout --
cell type,instances
or3_1,7
ha_1,6
a21oi_2,4
dlxtn_1,5
buf_4,2
nor4b_1,2
nand4_1,16
and2_1,5
xnor2_1,11
clkbuf_8,6
nand2_1,16
nor4_1,8
nand2b_1,3
clkdlybuf4s50_1,18
a21oi_1,5
inv_1,13
nor2b_1,2
and3_1,5
xor2_1,21
dfxtp_1,50
nor3_1,8
nor4bb_1,2
o21ai_0,8
mux2i_1,3
nand3_1,9
and4_2,2
a21o_1,2
nor2_1,42
-- power groups by stage --
stage	sequential, W	clock, W	combinational (W)
after CTS	0.000448	0.000329	0.0000195
final	0.000448	0.000317	0.0000192
after global routing	0.000449	0.000348	0.0000215
-- state kept, by name (all words and copies together), names as in the netlist, named ones only --
signal,cells
mashroom_direction,1
mashroom_moving_counter,38
mashroom_next_y,5
mashroom_x,5
mashroom_y,5
-- through the flow --
step                total power (W)  hold slack [ns]
finish                     0.000784            0.508
global route               0.000818            0.536
CTS                        0.000797            0.503
detailed placement         0.000478            0.482
global placement           0.000478            0.474
floorplan                  0.000470            0.457
-- layer usage --
layer,global-route usage,up-vias,wire (um),share of wire
met5,0,-,0,0
met4,0.00897,0,27,0.0056
met3,0.0190,2,190,0.040
met2,0.190,43,2080,0.43
met1,0.181,883,2500,0.52
li1,-,976,-,-
-- kinds of logic after synthesis --
family / share of synthesized area
AND/OR/NAND/NOR: 0.295
flip-flops: 0.401
XOR/XNOR: 0.112
buffers and inverters: 0.0592
AND-OR/OR-AND: 0.0522
adder cells (fa/ha/maj): 0.0381
latches: 0.0301
multiplexers: 0.0120
-- critical path: stages, from the launching register on --
cell and delay (ns):
dfxtp_1 0.39, nor4bb_1 0.41, nand4_1 0.21, nor4_2 0.57
ha_1 0.36, nor2b_1 0.15, o21a_1 0.17, or3_1 0.30
mux2i_1 0.19, mux2i_1 0.19
-- worst min path at each step --
| stage | from | to | slack [ns] |
|---|---|---|---|
| CTS | mashroom_moving_counter[37]$_SDFF_PP0_ | mashroom_moving_counter[37]$_SDFF_PP0_ | 0.50 |
| global route | mashroom_moving_counter[37]$_SDFF_PP0_ | mashroom_moving_counter[37]$_SDFF_PP0_ | 0.54 |
| finish | mashroom_moving_counter[37]$_SDFF_PP0_ | mashroom_moving_counter[37]$_SDFF_PP0_ | 0.51 |
Power is estimated from default activity; no workload was simulated.
