===== ./design.v =====
module toBCD(out, out_BCD);
    input [3:0] out;
    output [6:0] out_BCD;
    reg [6:0] out_BCD;
    always @(*) begin
        case (out)
            4'd0: out_BCD = 7'b0000001;   
            4'd1: out_BCD = 7'b1001111; 
            4'd2: out_BCD = 7'b0010010;  
            4'd3: out_BCD = 7'b0000110; 
            4'd4: out_BCD = 7'b1001100; 
            4'd5: out_BCD = 7'b0100100;  
            4'd6: out_BCD = 7'b0100000; 
            4'd7: out_BCD = 7'b0001111; 
            4'd8: out_BCD = 7'b0000000;  
            4'd9: out_BCD = 7'b0000100;
            4'd10: out_BCD = 7'b1111111;  
            default: out_BCD = 7'b1111110;  
        endcase
    end
endmodule
module Clock_Divider (clk, reset, display_clk);
    input clk, reset;
    output reg display_clk;
    reg [16:0] d_counter;
    always @(posedge clk) begin
        d_counter <= (reset)? 1'b0 : d_counter + 1'b1;
    end
    always @(posedge clk) begin
        display_clk <= (reset)? 1'b0 : (d_counter == 17'b0);
    end
endmodule
module display_7seg (clk, reset, game_state, game_time, seg, an);
    input clk, reset;
    input [1:0] game_state;
    input [15:0] game_time;  
    output [6:0] seg;
    output [3:0] an;
    wire [6:0] next_seg;
    reg [6:0] seg;
    reg [3:0] an, next_an;
    reg [1:0] an_index;
    reg [3:0] displayed_item;
    reg [3:0] digit_00_01, digit_00_10, digit_01_00, digit_10_00;
    wire display_clk;
    Clock_Divider  c(clk, reset, display_clk);
    toBCD t(displayed_item, next_seg);
    wire [1:0] next_an_index = (display_clk == 1) ? an_index + 1 : an_index;
    always @(*) begin
        digit_00_01 = game_time % 16'd10;
        digit_00_10 = (game_time/16'd10) % 16'd10;
        digit_01_00 = (game_time/16'd100) % 16'd10;
        digit_10_00 = game_time/16'd1000;
    end
    always @(posedge clk) begin
        if (reset) begin
            seg <= 7'b1111111;
            an_index <= 2'b0;
            an <= 4'b1111;
        end
        else begin
            seg <= next_seg;
            an_index <= next_an_index;
            an <= next_an;
        end
    end
    always @(*) begin
        case (an_index)
            2'b11 : displayed_item = digit_10_00;
            2'b10 : displayed_item = digit_01_00;
            2'b01 : displayed_item = digit_00_10; 
            2'b00 : displayed_item = digit_00_01; 
        endcase
    end
    always @(*) begin
        case (an_index)
            2'b00 : next_an = 4'b1110; 
            2'b01 : next_an = 4'b1101; 
            2'b10 : next_an = 4'b1011; 
            2'b11 : next_an = 4'b0111; 
            default : next_an = 4'b1111;
        endcase 
    end
endmodule

===== ./run.sh =====
#!/bin/bash
# OpenROAD 26Q1-2900-gdf79404cd8, Yosys 0.63+post, stock flow scripts
make -C /OpenROAD-flow-scripts/flow DESIGN_CONFIG=/design/flow/config.mk WORK_HOME=/design/flow/orfs finish

===== ./config.mk =====
export PLATFORM = sky130hd
export DESIGN_NAME = display_7seg
export DESIGN_NICKNAME = display_7seg
export VERILOG_FILES = /design/flow/design.v
export SDC_FILE = /design/flow/constraint.sdc
export NUM_CORES = 4
export LEC_CHECK = 1
export CORE_UTILIZATION = 50
export SYNTH_HDL_FRONTEND = slang

===== ./constraint.sdc =====
current_design display_7seg

set clk_period 41.0
set clk_io_pct 0.2

create_clock -name clk0 -period $clk_period [get_ports {clk}]

set non_clock_inputs [all_inputs -no_clocks]
set_input_delay [expr $clk_period * $clk_io_pct] -clock clk0 $non_clock_inputs
set_output_delay [expr $clk_period * $clk_io_pct] -clock clk0 [all_outputs]

==> run notes <==
• setup repair bufs after CTS: 0
• die area: 17700 sq um
• Core Density at Floorplan: 51.5%
• status: completed
• per-cell routed wire length: 15.7 um
• netlist area before placement: 8570 sq um
• Commonest flop: sky130_fd_sc_hd__dfxtp_1
• required time of the worst setup path: 41.16 ns
• yosys synthesis warning count: 0
• fraction of post-synthesis cell area in the top cell type by area: 15.0%
• first-pass iteration count of the detailed router: 5
• critical path arrival: 38.02 ns
• number of placed I/O pins: 31
• count of filler cells inserted in the layout: 1589
• total via count in the routed design: 8668
• most area-hungry cell type in the Yosys netlist: sky130_fd_sc_hd__ha_1
• P&R area growth vs syn: 6.76%
• path class of the lowest-slack min-delay path: reg2reg
• mean post-synth cell area: 7.16 sq um
• count of input and output buffers: 28
• total area of sequential cells: 621 sq um
• Site Rows: 47
• Root Buffer Master: sky130_fd_sc_hd__clkbuf_16
• CORE AREA: 16600 sq um
• Iter 0 DRT Violations: 444
• number of buffers created by CTS: 5
• slowest cell on the critical path: sky130_fd_sc_hd__a2111oi_0
• TritonCTS clock tree: yes
• via count of the first global-routing pass: 7738
• count of flip-flops with a built-in enable after synthesis: 0
• worst-margin pin slew: 0.808 ns
• clock transition at the registers of the reported paths: 0.05 ns
• final cycle utilization of the critical path: 92.3%
• most frequently used cell type in the post-synthesis netlist: sky130_fd_sc_hd__nand2_1
• total area of multi-input combinational cells: 7530 sq um
• post-cts sizing count: 0
• number of antenna violations at the first check in global routing: 0
• fin. max-slew vios: 0
• # Max-Cap Violations: 0
• gate count of the mapped netlist: 1197
• most frequent cells after synthesis: sky130_fd_sc_hd__nand2_1 (120), sky130_fd_sc_hd__nor2_1 (106), sky130_fd_sc_hd__ha_1 (103), sky130_fd_sc_hd__o21ai_0 (74), sky130_fd_sc_hd__a21oi_1 (71)
• number of logged tool warnings: 40
• insertion delay to the later sink of the worst-skew pair: 0.27 ns
• first-pass GRT wire length: 37.8 mm
• Tmin final: 37.86 ns
• total wirelength of the detailed-routed design: 22.2 mm
• maximum clock insertion buffer count: 2
• total track usage: 26.0%
• post-synth cell types: 104
• RSZ-0062 raised after global routing: no
• design area: 9150 sq um
• final hold vios: 0
• maximum clock skew at final layout: 0.00298 ns
• proportion of layout cells with a drive suffix above 1: 7.36%
• number of remaining DRC errors: 0
• number of antenna repair diodes: 0
• Synth Seq Share: 7.24%
• Registers, synthesis: 31
• Async SR Flop Fraction: 0%
• remaining global-route overflow: 0
• detailed-placement wirelength estimate: 17.5 mm
• H-tree level count: 2
• Placement Cell Area: 8980 sq um
• Worst Reg2Reg Path Length in Cells: 123
• vias per cell: 6.12
• nature of the critical path startpoint: input pin
• area figure in the yosys stat output: 8570 sq um
• routability cong.: 0.920
• biggest area cells: sky130_fd_sc_hd__ha_1 (15%), sky130_fd_sc_hd__dfxtp_1 (7.2%), sky130_fd_sc_hd__nand2_1 (5.3%)
• Fin Setup TNS: 0 ns
• max_slew headroom: 44.7%
• height of the chip: 133 um
• maximum clock frequency: 26.4 MHz
• critical path class: in2reg
• post-detailed-route count of antenna-violating nets: 0
• Min-Delay Path Depth: 1
• slowest stage delay, CP: 0.67 ns
• sort of element at the end of the critical path: flop
• core utilization of the finished layout: 55.0%
• largest net degree at the start of global routing: 31
• clock net sink count: 31
• cts hold-fix bufs: 0
• width of the die: 133 um
• critical path peak fanout: 18
• number of endpoints failing setup at the final stage: 0
• post-synthesis cell count from yosys: 1197
## critical path, delay by kind of cell
| kind | cells | cell delay, ns |
|---|---|---|
| mux | 4 | 1.33 |
| buf+inv | 4 | 0.85 |
| compound gates | 63 | 15.41 |
| simple gates | 34 | 7.00 |
| fa+ha+maj | 16 | 5.22 |
## layer usage
layer  wire (um)  part of all wire [%]  vias to the layer above  GRT usage, %
met3         932                   4.2                       28          2.73
li1            -                     -                     4517             -
met5           0                     0                        -             0
met4         282                   1.3                        0          3.19
met2        9580                    43                      186          41.0
met1       11400                    51                     3937          39.2
## final timing paths
kind                    from       endpoint  slack [ns]
max            game_time[15]         seg[5]        3.14
min          c.d_counter[16]  c.display_clk        0.43
max reg2reg      an_index[0]         seg[5]       10.41
min reg2reg  c.d_counter[16]  c.display_clk        0.43
## cells by family after synthesis
kind of cell	synth area share [%]
and+or+nand+nor	26.5
xor gates and xnor gates	6.23
AOI/OAI and AO/OA	35.4
buffers and inverters	4.86
DFF	7.24
muxes	4.48
adders and majority gates	15.3
## layout by cell type, fill, tap and decap left out, types with 37 or more instances in the layout
cell type	n
sky130_fd_sc_hd__nand2_1	120
sky130_fd_sc_hd__nor2_1	106
sky130_fd_sc_hd__ha_1	103
sky130_fd_sc_hd__o21ai_0	74
sky130_fd_sc_hd__a21oi_1	71
sky130_fd_sc_hd__inv_1	50
sky130_fd_sc_hd__nor3_1	42
sky130_fd_sc_hd__xnor2_1	37
sky130_fd_sc_hd__nand3_1	37
## registers in the layout, summed over array words and instances, names as in the netlist
name / cells
c.display_clk: 1
an: 4
an_index: 2
seg: 7
c.d_counter: 17
## cell type report
cell class	instances	share of cell area [%]
sequential	31	6.78
multi-input combinational	1068	82.3
clock inverter	2	0.383
tap	220	3.01
timing repair buffer	38	3.88
inverter	51	2.09
clock buffer	6	1.52
## through the flow
step | worst slack [ns] | hold slack [ns] | cells
4_1_cts | 3.34 | 0.436 | 1416
2_1_floorplan | 7.74 | 0.418 | 1197
6_report | 3.14 | 0.434 | 1416
3_5_place_dp | 3.14 | 0.427 | 1408
5_1_grt | 0.427 | 0.475 | 1416
3_3_place_gp | 3.15 | 0.425 | 1408
