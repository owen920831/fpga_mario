===== flow/config.mk =====
export PLATFORM = sky130hd
export DESIGN_NAME = mario_movement
export DESIGN_NICKNAME = mario_movement
export VERILOG_FILES = /design/flow/design.v
export SDC_FILE = /design/flow/constraint.sdc
export NUM_CORES = 4
export LEC_CHECK = 1
export CORE_AREA = 10 10 90 90
export DIE_AREA = 0 0 100 100
export SYNTH_HDL_FRONTEND = slang

===== flow/constraint.sdc =====
current_design mario_movement

set clk_period 2.1
set clk_io_pct 0.2

create_clock -name clk0 -period $clk_period [get_ports {clk}]

set non_clock_inputs [all_inputs -no_clocks]
set_input_delay [expr $clk_period * $clk_io_pct] -clock clk0 $non_clock_inputs
set_output_delay [expr $clk_period * $clk_io_pct] -clock clk0 [all_outputs]

===== flow/design.v =====
`timescale 1ns / 1ps
module mario_movement(
    input wire clk, reset,
    input wire umovable, dmovable,
    input wire up, input wire backward, input wire forward, input wire down, input wire stop,
    input wire [7:0] shift_map,
    input wire vga_clk,
    input wire [1:0] game_state,
    output reg beginning,
    output reg [2:0] mario_movement,
    output reg [4:0] mario_x, mario_y
);
    parameter UP = 3'd0;
	parameter BACKWARD = 3'd1;
	parameter FORWARD = 3'd2;
	parameter DOWN = 3'd3;
	parameter UP_FORWARD = 3'd4;
	parameter UP_BACKWARD = 3'd5;
	parameter STOP = 3'd6;
	parameter OTHER = 3'd7;
	parameter GAME_END = 2'd0;
	parameter GAME_ING = 2'd1;
	parameter GAME_START = 2'd2;
	reg [4:0] mario_next_x;
	reg [4:0] mario_next_y;
	reg [2:0] up_counter, next_up_counter;
	reg [2:0] next_mario_movement;
	always @(posedge clk) begin
		if (reset || game_state == GAME_START) begin
			mario_movement <= OTHER;
		end
		else begin
			mario_movement <= next_mario_movement;
		end
	end
	always @(*) begin
		case (mario_movement)
			UP: begin
				if (game_state == GAME_END) begin
					if (up_counter == 3)  
						next_mario_movement = DOWN;
					else 
						next_mario_movement = UP;
				end
				else begin
					if (up_counter == 6 || !umovable)  
						next_mario_movement = DOWN;
					else 
						next_mario_movement = UP;
				end
			end
			DOWN: begin
				if (!dmovable || mario_y == 15)  
					next_mario_movement = OTHER;
				else 
					next_mario_movement = DOWN;			
			end
			OTHER: begin
				if (game_state == GAME_END) 
					next_mario_movement = UP;
				else if (up) 
					next_mario_movement = UP;
				else if (dmovable)
					next_mario_movement = DOWN;
				else 
					next_mario_movement = OTHER;
			end
			default: next_mario_movement = OTHER;
		endcase
	end
	always @* begin
		if (beginning) begin
			if (forward) begin
				mario_next_x = mario_x + 1;
			end
			else if (backward && mario_x > 1) begin
				mario_next_x = mario_x - 1;
			end
			else mario_next_x = mario_x;
		end
		else if (shift_map <= 0 && backward && mario_x >= 1) begin
			mario_next_x = mario_x - 1;
		end
		else mario_next_x = mario_x;
	end
    always @* begin
		if (mario_x <= 10) begin
			beginning = 1;
		end
		else begin
			beginning = 0;
		end
	end
    always @(posedge clk) begin
		if (reset || game_state == GAME_START) begin
			mario_x <= 1;
			mario_y <= 12;
		end
		else begin
			mario_x <= mario_next_x;
			mario_y <= mario_next_y;
		end
	end
	always @(posedge clk) begin
		if (reset || game_state == GAME_START) begin
			up_counter <= 1;
		end
		else begin
			up_counter <= next_up_counter;
		end
	end
	always @(*) begin
		case (mario_movement)
			UP: begin
				if (up_counter == 6 || !umovable)  
					next_up_counter = 1;
				else 
					next_up_counter = (vga_clk == 1)? up_counter + 1 : up_counter;
			end
			DOWN: begin
				next_up_counter = up_counter;
			end
			OTHER: begin
				next_up_counter = 1;
			end
			default: begin
				next_up_counter = up_counter;
			end
		endcase
	end	
	always @* begin
		case (mario_movement)
			UP: begin
				mario_next_y = mario_y - vga_clk;
			end
			DOWN: begin
				mario_next_y = mario_y + vga_clk;
			end
			OTHER: begin
				mario_next_y = mario_y;
			end
			default: begin
				mario_next_y = mario_y;
			end
		endcase
	end
endmodule

===== flow/run.sh =====
#!/bin/bash
# OpenROAD 26Q1-2900-gdf79404cd8, Yosys 0.63+post, stock flow scripts
make -C /OpenROAD-flow-scripts/flow DESIGN_CONFIG=/design/flow/config.mk WORK_HOME=/design/flow/orfs finish

==> Slide: Implementation Results <==
Key Metrics from the Run

Critical path
  – Crit path max-delay cell type: or4_1
  – Worst endpoint data arrival time: 2.00 ns
  – Crit-path max cell delay: 0.49 ns
  – Worst path cell trace: nand2b_1 -> nand2_1 -> xnor2_1 -> ha_1 -> or4_1 -> a21oi_2 -> xnor2_1 -> nand2_1
  – Maximum net fanout on the critical path: 2
  – Required time of the worst setup path: 2.24 ns
  – End of the worst register-to-register path: mario_y[2]
  – Worst Reg-to-Reg Cells: 8
  – Critical path destination: mario_y[2]
  – Type of the setup path with the least slack: register to register
  – Launching point of the worst reg2reg path: mario_movement[2]
  – Critical Path Start Type: register
  – Origin of the worst setup path: mario_movement[2]
  – Register-to-register path setup slack: approximately 0.24 ns
  – Kind of capture point of the worst setup path: register

Clock tree
  – Clock insertion delay at the later pin of the skew report: 0.25 ns
  – Number of clock buffers inserted by TritonCTS: 3
  – Number of buffers inserted by post-CTS setup repair: 0
  – Clock sinks: 15
  – Clock tree from TritonCTS: yes
  – CTS clk-pin slew, worst paths: 0.07 ns
  – Count of hold buffers inserted by post-cts repair: 0
  – Number of buffers on the longest clock path: 2
  – # H-tree levels: 1
  – Clock tree root buffer cell: clkbuf_8

Pwr
  – Static leakage: 0.682 nW
  – Final total power: slightly above 0.8 mW
  – Power density over the cells: between 400 and 500 nW/µm²
  – Worst vdd rail ir drop: 0.000200 V

Logic synthesis
  – Synth Instances: 134
  – Cell count listed in synth_stat.txt: around 130
  – Post-synth cell types: 46
  – Largest type area fraction: 26.8%
  – Top area cells in the synthesized netlist: dfxtp_1 (27%), ha_1 (10%), nand2_1 (4.0%), nor2_1 (3.4%), o21ai_0 (3.1%)
  – Ys flops: 15
  – Syn Std Cell Area: 1120 µm²
  – Sequential area share after synthesis: 26.8%
  – Mapped Avg Cell Area: 8.36 µm²
  – Post-synthesis chip area from yosys: 1120 µm²
  – Yosys warning tally: 0
  – Cell accounting for the most synthesized area: dfxtp_1

Routing
  – Number of routed nets with antenna violations: 0
  – DRT Wirelength: around 3.1 mm
  – Ant diodes: 0
  – Iteration tally of the first detailed-router pass: 4
  – Routed wire length per instance: ~12 µm
  – Violation count after the first detailed-routing iteration: 40
  – Detailed-route via count: 1,125
  – Via density per instance: 4.39
  – DRC: 0

Global route
  – First-pass GRT wire length: 5.40 mm
  – Largest net degree at the start of global routing: 17
  – Number of antenna violations at the first check in global routing: 0
  – Tot GR Track Use: 6.39%
  – Number of global-route vias before repair: 1,141
  – Gr ovfl total: 0

Placed design
  – # port buffers: 31
  – Detail Placement HPWL: about 2.4 mm
  – Final RePlAce weighted congestion: 0.805
  – Number of placed instances, taps included: 252
  – Area after DPL: 1600 µm²

Die
  – Boundary pin count: 34
  – Core area: 6280 µm²
  – Horizontal die dimension: 100 µm
  – Floorplan die height: approximately 100 µm
  – Full die area: 10,000 µm²
  – Number of standard-cell rows in the floorplan: 29
  – Init Core Util: 17.8%

Final layout
  – Comb gate area: between 700 and 800 µm²
  – Final std cell area, no fill: 1670 µm²
  – Post-route insts no fill: around 260
  – Fill cells: 653
  – Synthesis-to-layout area growth: 49.5%
  – Fraction of layout cells with a size suffix above 1: 17.3%
  – Flop area: 302 µm²

Job
  – Number of violations of the max-capacitance limit: 0
  – Stage-log warning count: 31

Timing
  – Number of hold violations in the final report: 0
  – Setup TNS after final layout: 0 ns
  – Measured slew at the worst slew-check pin: 0.387 ns
  – Worst-case headroom to the max-slew limit: 74.0%
  – Final period util: 88.6%
  – Final Slew Violations: 0
  – Unrepaired setup endpoints after global routing: false
  – Final tally of setup violations: 0
  – Maximum clock frequency: 537 MHz
  – Period minus WS final: 1.86 ns
  – Setup skew after layout: 0.0107 ns

Min path
  – Hold/Removal Path Class: register to register
  – Worst Min Path Start: mario_y[4]

Outcome
  – Result of the run: complete, no violations
[metrics by stage]
step	hold WS [ns]	worst slack (ns)	utilization [%]
after floorplan	0.479	0.241	-
after global placement	0.529	-0.213	25.5
after detailed placement	0.532	-0.219	25.5
after CTS	0.552	0.0271	26.3
after global routing	0.586	0.119	26.7
final	0.549	0.238	26.7
[critical path: cells and delay by family (launching register included)]
family	cells	cell delay, ns
flip-flops	1	0.33
AND-OR/OR-AND	1	0.16
adder cells (fa/ha/maj)	1	0.22
XOR/XNOR	2	0.26
AND/OR/NAND/NOR	4	0.77
[power by group]
| group | total, mW | switching (mW) | internal [mW] | leakage (nW) |
|---|---|---|---|---|
| clock | 0.240 | 0.109 | 0.131 | 0.0255 |
| sequential | 0.319 | 0.0181 | 0.301 | 0.122 |
| combinational | 0.254 | 0.113 | 0.141 | 0.534 |
| total | 0.813 | 0.239 | 0.573 | 0.682 |
[placed cells by master, fill, tap and decap left out, types with 2 or more instances in the layout]
cell type,n
buf_4,16
a21oi_1,4
nor3_1,4
dfxtp_1,14
o21ai_0,7
a21boi_0,2
or2_2,2
o2bb2ai_1,2
nand4_1,4
inv_1,7
nand3_1,4
dlymetal6s2s_1,2
nor2_1,10
nand2b_1,3
ha_1,9
nor2b_1,2
a21oi_2,2
mux2i_1,3
a22oi_1,2
clkdlybuf4s50_1,29
nor4_1,3
nand2_1,12
clkbuf_8,3
and3_1,4
nand4b_1,2
xnor2_1,4
[metal layers]
layer	vias up	wire length [µm]	track usage (%)
li1	586	-	-
met4	0	18	0.761
met5	-	0	0
met1	495	1570	9.51
met2	40	1190	8.51
met3	4	360	2.78
[synthesized netlist by cell type, drive strengths merged]
cell	number
or2b	1
dfxtp	15
or2	2
o2bb2ai	3
nand4b	3
nand4	4
and4b	1
o31a	1
or3	1
a2111o	1
buf	3
a311oi	1
nand3b	1
o21ai	8
nand2	12
inv	7
nor3	4
a2111oi	1
nor4b	1
ha	9
a221o	1
nand2b	3
xnor2	4
a21boi	2
nor4	4
nor2b	2
nand3	4
clkbuf	3
o21a	1
or4	1
a211o	1
nor2	10
a21oi	6
mux2i	3
o22ai	1
mux2	1
o2111ai	1
a22oi	2
and3	4
a22o	1
[what timing repair did]
action                     4_1_cts  5_1_grt
hold endpoints to repair         0        0
setup endpoints to repair        1        3
gates resized                    1        5
[final cells by class]
cell class                      instances  area share [%]
Clock inverter                          1           0.299
Clock buffer                            3            2.47
Sequential cell                        15            18.0
Timing Repair Buffer                   47            26.0
Tap cell                               77            5.75
Multi-Input combinational cell        106            45.9
Inverter                                7            1.57
[state kept, by name, summed over array words and instances, names as in the netlist]
name            cells
up_counter          3
mario_movement      2
mario_y             5
mario_x             5
[worst min-delay path by stage]
stage	endpoint	slack, ns	cells past startpoint
final	mario_y[4]	0.55	2
after global routing	mario_y[4]	0.59	2
after CTS	up_counter[2]	0.55	2
[cell families after synthesis]
| logic type | count (synthesis) | synth area share [%] |
|---|---|---|
| AND-OR/OR-AND | 31 | 20.0 |
| multiplexers | 4 | 4.02 |
| AND/OR/NAND/NOR | 58 | 29.4 |
| buffers and inverters | 13 | 6.59 |
| adder cells (fa/ha/maj) | 9 | 10.1 |
| XOR/XNOR | 4 | 3.13 |
| flip-flops | 15 | 26.8 |
Power is estimated from default activity; no workload was simulated.
